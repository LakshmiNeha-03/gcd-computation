==> design/flow/design.v <==
`timescale 1ns / 1ps
    module gcd_data_path( lt, gt, eq, lda, ldb, sel1, sel2, sel_in, data, clk);
    input lda, ldb, sel1, sel2, sel_in, clk;
    input [15:0] data;
    output lt, gt, eq;
    wire [15:0] bus, a_out, b_out, sub_out, x, y;
        pipo A (a_out, lda, clk, bus);
        pipo B (b_out, ldb, clk, bus); 
        mux mux1 (x, sel1, a_out, b_out);
        mux mux2 (y, sel2, a_out, b_out);
        mux load_mux (bus, sel_in, sub_out, data);  
        sub s (sub_out, x,y);
        comp c (lt, gt, eq, a_out, b_out );  
    endmodule
    module comp (output lt, gt, eq, input [15:0] in1, in2);
        assign lt = in1 < in2;
        assign gt = in1 > in2;
        assign eq = in1 == in2;  
    endmodule
    module mux(output [15:0] data_out, input sel, input [15:0] in_1, in_2);
        assign data_out = sel? in_1 : in_2;
    endmodule
    module pipo (output reg [15:0]data_out, input load, clk, input [15:0]data_in );
    always@(posedge clk)
        if(load) data_out<=data_in;
    endmodule
    module sub(output reg [15:0] data_out, input [15:0] in1, in2);
    always@(*) data_out = in1 - in2;
    endmodule
    module contrl_path (output reg lda, ldb, sel_in, sel1, sel2, done, input clk, lt, gt, eq, start);
    reg [2:0] state;
    parameter S0 = 3'b000, S1 = 3'b001, S2= 3'b010,  S3 = 3'b011,  S4= 3'b100, S5 = 3'b101;
    always@(posedge clk) begin
    case(state)
        S0 : if(start) state <= S1;
        S1 : state <= S2;
        S2 : #2 if(eq) state <= S5;
                else if (lt) state <= S3;
                else if(gt) state <= S4;
        S3 : #2 if(eq) state <= S5;
                else if(lt) state <= S3;
                else if(gt) state <= S4; 
        S4: #2  if(eq) state <=S5;
                else if(lt) state <= S3;
                else if(gt) state <= S4;
        S5: state <= S5;
        default: state <= S0;    
    endcase
    end
    always@(state) begin
    case(state)
        S0 : begin lda = 1; ldb = 0; sel_in = 0; done = 0; end
        S1 : begin lda = 0; ldb = 1; sel_in = 0;  end
        S2 : if(eq) done =1;
             else if(lt) begin
                         sel1 = 0; sel2 = 1; sel_in = 1;
                         #1 lda = 0 ; ldb =1;
                          end
             else if(gt) begin
                         sel1 = 1; sel2 = 0; sel_in = 1;
                         #1 lda = 1 ; ldb =0;
             end
         S3 : if(eq) done =1;
             else if(lt) begin
                         sel1 = 0; sel2 = 1; sel_in = 1;
                         #1 lda = 0 ; ldb =1;
                          end
             else if(gt) begin
                         sel1 = 1; sel2 = 0; sel_in = 1;
                         #1 lda = 1 ; ldb =0;
             end
         S4 : if(eq) done =1;
             else if(lt) begin
                         sel1 = 0; sel2 = 1; sel_in = 1;
                         #1 lda = 0 ; ldb =1;
                          end
             else if(gt) begin
                         sel1 = 1; sel2 = 0; sel_in = 1;
                         #1 lda = 1 ; ldb =0;
             end
         S5: begin done =1; sel1 = 0; sel2 = 0; lda = 0; ldb = 0; end
         default : begin lda =0; ldb =0; end        
    endcase
    end
    endmodule
==> design/flow/run.sh <==
#!/bin/bash
# OpenROAD 26Q1-2900-gdf79404cd8, Yosys 0.63+post, stock flow scripts
make -C /OpenROAD-flow-scripts/flow DESIGN_CONFIG=/design/flow/config.mk WORK_HOME=/design/flow/orfs finish
==> design/flow/config.mk <==
export PLATFORM = sky130hd
export DESIGN_NAME = contrl_path
export DESIGN_NICKNAME = contrl_path
export VERILOG_FILES = /design/flow/design.v
export SDC_FILE = /design/flow/constraint.sdc
export NUM_CORES = 4
export LEC_CHECK = 1
export CORE_AREA = 10 10 70 70
export DIE_AREA = 0 0 80 80
==> design/flow/constraint.sdc <==
current_design contrl_path

set clk_period 1.8
set clk_io_pct 0.2

create_clock -name clk0 -period $clk_period [get_ports {clk}]

set non_clock_inputs [all_inputs -no_clocks]
set_input_delay [expr $clk_period * $clk_io_pct] -clock clk0 $non_clock_inputs
set_output_delay [expr $clk_period * $clk_io_pct] -clock clk0 [all_outputs]
==> CHANGELOG.md <==
## Flow update

- Worst vdd ir: between 0.4 and 0.5 mV
- GRT Overall Usage: around 3.4%
- Non-Filler Instances: 114
- Die Width: approximately 80 um
- WP data arrival: 1.48 ns
- Status: complete, no violations
- Final core utilization: 18.6%
- Post-DR vias/cell: 3.54
- WL final: 1020 um
- CTS tree: built
- Postcts setup bufs: 0
- Yosys cell types: 24
- CP startpoint kind: primary input
- CTS max path bufs: 2
- Clock transition at the registers of the reported paths: 0.04 ns
- Max Slew Vio Count: 0
- Initial DRT Pass Iterations: 4
- Mapped Area: 444 um^2
- Remaining DRCs: 0
- Hold slack: around 0.8 ns
- Largest net degree at the start of global routing: 16
- Count of endpoints without a timing constraint: 12
- Worst Path Max Fanout: 4
- DR iter-0 viols: 33
- Placed instance count: 110
- Critical Path RT: 1.78 ns
- Final period utilization: roughly 84%
- CTS H-tree depth: 1
- # IOs: 11
- Clock latency on the worst-skew pair: 0.24 ns
- Max-slew headroom: about 70%
- GPL Wtd Cong: 0.797
- Setup TNS Final: 0 ns
- Share of cells above drive strength 1: between 10% and 20%
- Pwr per Cell Area: 1320 mW/mm^2
- Yosys top cell by area: edfxtp_1
- Avg Synthesized Cell Area: 8.38 um^2
- PostCTS Resize Cnt: 0
- Hold Path Class: flip-flop to flip-flop
- Grt ovf: 0
- Max Clock Skew: 0.000798 ns
- Biggest area cells: edfxtp_1, dlxtn_1, nor2b_1, a21oi_1, o21ai_0
- Fp util: 13.0%
- Unrepaired setup endpoints after global routing: false
- First-pass GRT wire length: about 1800 um
- Min Tclk post-route: between 1.5 and 2 ns
- Initial antenna violation count: 0
- Final ANT Viol Nets: 0
- Maxcap violations: 0
- Detailed-route via count: 404
- # diodes: 0
- Routed length per instance: 8.94 um
- HPWL after DPL: between 800 and 900 um
- Num CTS Buffers: 3
- Area grow syn2layout: 43.4%
- Setup crit end kind: flip-flop
- Chip Area, Yosys: 444 um^2
- Maximum clock frequency: 0.664 GHz
- Top cell area share: 20.3%
- WS Path Type: primary input to flip-flop
- Top cells excl fill/tap: clkdlybuf4s50_1, dlxtn_1, nor2_1
- Core area: around 0.0034 mm^2
- Synth warn: 1
- Worst-margin pin slew: 0.449 ns
- Number of buffers added on ports: 10
- Setup-failing EPs final: 0
- Register pins left without a clock: 6
- Yosys reg bits: 9
- Log Warnings: 25
- Root Buffer: clkbuf_4
- Die y size: approximately 80 um
- Row count: 21
- Hold buffers post-CTS: 0
- Cells after Synth: between 50 and 60
- Number of global-route vias before repair: 391
- Lkg Pwr: 0.240 nW
- Number of hold violations in the final report: 0
- Cells in synth_stat.txt: 53
- Die ar.: 0.00640 mm^2
- Most frequent logic cell in the layout: clkdlybuf4s50_1
## critical path, stage by stage
cell             delay (ns)
clkdlybuf4s50_1        0.46
or3_4                  0.39
mux2i_1                0.14
a21oi_1                0.13
## kinds of logic after synthesis
logic type	Yosys count	share of synthesized area, %
AND-OR/OR-AND	16	21.7
XOR/XNOR	1	1.97
buffers and inverters	5	6.48
flip-flops	3	20.3
latches	6	20.3
multiplexers	1	2.25
AND/OR/NAND/NOR	21	27.0
## through the flow
stage,power [W],cell area (um^2),setup slack (ns)
floorplan,0.000567,444,0.478
global route,0.000928,637,0.235
detailed placement,0.000722,611,0.0523
global placement,0.000715,611,0.0767
CTS,0.000852,637,0.296
finish,0.000839,637,0.294
## cells in the mapped netlist
library cell and n:
xor2_1 1, nand2b_1 3, or2b_1 1, o311a_1 1, o21bai_1 1, edfxtp_1 3
o221ai_1 1, nand3b_1 1, o21ai_1 1, a21oi_1 4, nand3_1 1, mux2i_1 1
a31oi_1 1, o21ai_0 4, buf_2 2, nand2_1 2, inv_1 2, and2_1 3
nor2b_1 4, nor2_1 5, o22ai_1 3, buf_6 1, dlxtn_1 6, or3_4 1
## power breakdown
group / leakage (nW) / internal, W / switching [W]
registers: 0.0800 / 0.000233 / 0.0000995
clock network: 0.0150 / 0.0000833 / 0.0000379
logic: 0.145 / 0.000221 / 0.000165
## cell type report
class / count / area (um^2)
tap: 46 / 57.6
clock buffer: 4 / 26.3
sequential: 9 / 180
timing repair buffer: 14 / 130
fill: 396 / 2780
multi-input combinational: 39 / 235
inverter: 2 / 7.51
## path summary, 6_finish.rpt
check / startpoint / to / slack [ns] / cells past startpoint
worst max-delay path: lt / state[1] / 0.29 / 4
worst min-delay path: state[1] / state[2] / 0.80 / 1
worst max register to register: state[2] / state[1] / 0.38 / 3
worst min register to register: state[1] / state[2] / 0.80 / 1
## layer usage
layer / part of all wire, % / global-route usage (%)
met1: 47 / 4.88
met2: 40 / 4.41
met3: 10 / 1.59
met4: 1.8 / 0.880
met5: 0 / 0
## registers in the layout (all words and copies together), names as in the netlist
signal / cells
sel_in: 1
sel1: 1
state: 3
done: 1
sel2: 1
ldb: 1
lda: 1
Power is estimated from default activity; no workload was simulated.
